File: flow/run.sh
#!/bin/bash
# OpenROAD 26Q1-2900-gdf79404cd8, Yosys 0.63+post, stock flow scripts
make -C /OpenROAD-flow-scripts/flow DESIGN_CONFIG=/design/flow/config.mk WORK_HOME=/design/flow/orfs finish
File: flow/config.mk
export PLATFORM = sky130hd
export DESIGN_NAME = fpadder
export DESIGN_NICKNAME = fpadder
export VERILOG_FILES = /design/flow/design.v
export SDC_FILE = /design/flow/constraint.sdc
export NUM_CORES = 4
export LEC_CHECK = 1
export CORE_UTILIZATION = 40
File: flow/constraint.sdc
current_design fpadder

set clk_period 12.5
set clk_io_pct 0.2

create_clock -name clk0 -period $clk_period [get_ports {clock}]

set non_clock_inputs [all_inputs -no_clocks]
set_input_delay [expr $clk_period * $clk_io_pct] -clock clk0 $non_clock_inputs
set_output_delay [expr $clk_period * $clk_io_pct] -clock clk0 [all_outputs]
File: flow/design.v
module fpadder (output logic [31:0] sum, output logic ready,
		 input logic [31:0] a, input logic clock, nreset);
logic signA, signB;
logic [7:0] expA, expB;
logic [23:0] mantissaA, mantissaB;
logic [24:0] denormSum;
logic [4:0] normalizeCounter;
enum {reset, start, loada, loadb, checkSpecial, denormalize, adding, subtracting, normalizeAdd1, normalizeAdd2, normalizeSub1, normalizeSub2} state;
always_ff @(posedge clock, negedge nreset)
begin: SEQ
if (~nreset)
state <= reset;
else
begin  
case(state)
reset: begin
  signA <= '0;
  signB <= '0;
  mantissaA <= '0;
  mantissaB <= '0;
  expA <= '0;
  expB <= '0;
  sum <= '0;
  denormSum <= '0;
  normalizeCounter <= '0;
  state <= start;
end
start: begin
  normalizeCounter <= '0;
  state <= loada;
  end
  loada: begin
  sum <= 0;
  signA <= a[31];
  expA <= a[30:23];
  mantissaA[23:1] <= a[22:0];
  state <= loadb;
  end
  loadb: begin
  signB <= a[31];
  expB <= a[30:23];
  mantissaB[23:1] <= a[22:0];
  state <= checkSpecial;
end
checkSpecial : begin        
  if((expA == 8'b11111111) && (mantissaA[23:1] != 23'b00000000000000000000000))
  begin
  sum <= 32'b11111111111111111111111111111111;  
  state <= start;
  end
  else if((expB == 8'b11111111) && (mantissaB[23:1] != 23'b00000000000000000000000))
  begin
  sum <= 32'b11111111111111111111111111111111;  
  state <= start;
  end
  else if((expA == 8'b11111111) && (expB == 8'b11111111) && (signA != signB))
  begin
  sum <= 32'b11111111111111111111111111111111;  
  state <= start;
  end
  else if(expA == 8'b11111111)
  begin
  sum <= {signA, 31'b1111111100000000000000000000000};  
  state <= start;
  end
  else if(expB == 8'b11111111)
  begin
  sum <= {signB, 31'b1111111100000000000000000000000};  
  state <= start;
  end
  else if({expA, mantissaA[23:1]} == '0) 
  begin
  sum <= {signB, expB, mantissaB[23:1]};
  state <= start;
  end
  else if({expB, mantissaB[23:1]} == '0)
  begin
  sum <= {signA, expA, mantissaA[23:1]};
  state <= start;
  end
  else
  state <= denormalize;
end
denormalize : begin
  if (expA < expB)
  begin
  mantissaA[23:0] <= {1'b1, mantissaA[23:1]} >> (expB-expA);
  mantissaB[23:0] <= {1'b1, mantissaB[23:1]};
  sum[30:23] <= expB;
  end
  else
  begin
  mantissaB[23:0] <= {1'b1, mantissaB[23:1]} >> (expA-expB);
  mantissaA[23:0] <= {1'b1, mantissaA[23:1]};
  sum[30:23] <= expA;
  end
  if(signA == signB)
  begin
  state <= adding;
  end
  else
  begin
  state <= subtracting;
  end
end
adding: begin
  denormSum[24:0] <= mantissaA[23:0] + mantissaB[23:0];  
  sum[31] <= signA;
  state <= normalizeAdd1;
end
normalizeAdd1: begin
  if(denormSum[24])
  begin
  sum[30:23] <= sum[30:23] + 1'b1;
  sum[22:0] <= denormSum[23:1];
  end
  else
  sum[22:0] <= denormSum[22:0];
  state <= normalizeAdd2;
end
normalizeAdd2: begin
  if(sum[30:23] == 8'b11111111)
  sum[30:0] <= 31'b1111111100000000000000000000000;
  state <= start;
end
subtracting: begin
  if(mantissaA[23:0] == '0)
  begin
  sum <= {signB, expB, mantissaB[22:0]};
  state <= start;
  end
  else if(mantissaB[23:0] == '0)
  begin
  sum <= {signA, expA, mantissaA[22:0]};
  state <= start;
  end
  else if(signA)
  begin
  denormSum <= {signA, (~mantissaA[23:0] + 1'b1)} + {signB, mantissaB[23:0]};
  state <= normalizeSub1;
  end
  else
  begin
  denormSum <= {signA, mantissaA[23:0]} + {signB, (~mantissaB[23:0] + 1'b1)};
  state <= normalizeSub1;
end
end
normalizeSub1: begin
  if(denormSum[23:0] == '0)
  begin
  sum <= 0;
  state <= start;
  end
  else 
  begin
  if (denormSum[24])
  begin
  denormSum[23:0] <= ~denormSum[23:0] + 1'b1;
  sum[31] <= denormSum[24];
  end
  state <= normalizeSub2;
  end
end
normalizeSub2: begin
  if(~denormSum[23])
  begin
  denormSum[23:0] <= denormSum[23:0] << 1;
  sum[30:23] <= sum[30:23] - 1'b1;
  normalizeCounter <= normalizeCounter + 1'b1;
  state <= normalizeSub2;
  end
  else
  begin
  sum[22:0] <= denormSum[22:0];
  state <= start;
  end
end
endcase
end
end
always_comb
begin: COM
  ready = '0;
  case(state)
  reset : begin
  ready = '0;
  end
  start : begin
  ready = '1;
  end
  default : begin
  ready = '0;
  end
  endcase
  end
endmodule
==> results.json <==
{
  "hold_viol_final": 0,
  "fin_crit_ns": 4.71,
  "cts_tree": "yes",
  "dieWidth_um": 192,
  "max_freq_mhz": 213,
  "fp_util_pct": 40.6,
  "ys_top_cells_by_count": "154 x o21ai_0, 130 x a21oi_1, 123 x edfxtp_1",
  "cts_hold_buf": 0,
  "final_util_pct": 45.1,
  "drive_gt1_share_pct": 6.77,
  "placed_cell_area_um2": 15400,
  "post-route-period-util_pct": 37.6,
  "worst_slack_ns": 7.79,
  "critPathBufInv": 0,
  "drt_iter0_drc": 1275,
  "slowest_stage": "or4_1",
  "clockBufferDepth": 2,
  "dp_hpwl_um": 35000,
  "grt_pass1_vias": 12400,
  "worst-setup-path-type": "reg2reg",
  "max_stage_delay_ns": 0.65,
  "required_ns": 12.71,
  "edf_count": 123,
  "firstDrtPassIters": 22,
  "cts-root-buf": "clkbuf_16",
  "antenna_found_initial": 0,
  "drt-total-wl_um": 45700,
  "cts_htree_levels": 4,
  "timing.setup.tns_ns": 0,
  "top_cells_by_area": "edfxtp_1 26%, ha_1 9.6%, o21ai_0 5.4%",
  "grt_use_total_pct": 26.1,
  "synth_seq_share_pct": 27.7,
  "die_h_um": 192,
  "synthFlopType": "edfxtp_1",
  "top_cell": "o21ai_0",
  "outcome": "finished clean",
  "grt_setup_unrepaired": "no",
  "area_delta_synth_final_pct": 11.2,
  "synthCells": 1647,
  "yosysChipArea_um2": 14400,
  "final_antenna_net_count": 0,
  "drc_errors": 0,
  "power_mw": 5.07,
  "clk_latency_ns": 0.45,
  "synth.avg_cell_area_um2": 8.74,
  "worstMarginPinSlew_ns": 0.917,
  "hold_ws_ns": 0.385,
  "placedCellCount": 2097,
  "powerDensity_nw_per_um2": 317,
  "netlist.top_cell.by_area": "edfxtp_1",
  "post_cts_resized": 0,
  "routedWlPerCell_um": 21.5,
  "gr-total-overflow": 0,
  "cap_violations": 0,
  "ys_ff": 135,
  "synth_cell_types": 88,
  "layoutNonFillerInstCount": 2129,
  "core.rowCount": 69,
  "io_pins": 67,
  "synth_top_area_share_pct": 25.6,
  "cts-buffers-inserted": 17,
  "crit_path_cell_trace": "or4_1, nor4_1, nor2b_1, nand3_1, nor4_1, xnor2_1, ha_1, nand2_1, nor2_1, nand4b_1, a311oi_1, nor3_1, nor3_1, o21ai_0, a211o_1",
  "r2r_slack_ns": 7.79,
  "clk_pin_slew_ns": 0.07,
  "placement.io_buffers": 66,
  "dpl_worst_slack_ns": 7.82,
  "warnings": 48,
  "cellLeakagePower_nw": 5.93,
  "vias_per_cell": 6.17,
  "ys_warn_count": 1,
  "chip_area_um2": 36800,
  "arrival_ns": 4.91,
  "vias": 13100,
  "slew_viol_final": 0,
  "hold_class": "reg2reg",
  "final-setup-viol-count": 0,
  "ys_cells": 1647,
  "clock_sinks": 135,
  "core-area_um2": 35500,
  "startpoint_type": "flip-flop",
  "gp_congestion": 0.980,
  "slew_headroom_pct": 38.3,
  "syn_area_um2": 14400,
  "grt_pass1_wl_um": 70800,
  "async_flop_share_pct": 8.89,
  "crit_path_end_kind": "flip-flop",
  "grt_max_degree": 41,
  "vdd_drop_max_mv": 0.129,
  "n_antenna_cell": 0,
  "cp_max_fo": 13,
  "skew_ns": 0.0160,
  "finalInstanceArea_um2": 16000,
  "cts_setup_buffers": 0,
  "crit_family": "simple AND/OR/NAND/NOR gates"
}
-- report_power, final --
| group | internal (mW) | total, mW | switching [mW] |
|---|---|---|---|
| combinational | 1.45 | 3.44 | 2.00 |
| sequential | 0.748 | 1.14 | 0.392 |
| clock | 0.280 | 0.488 | 0.208 |
-- final timing paths --
kind	from	end	depth (start not counted)
max	mantissaB[5]	denormSum[22]	15
min	state[6]	state[3]	0
max reg2reg	mantissaB[5]	denormSum[22]	15
min reg2reg	state[6]	state[3]	0
max in group asynchronous	nreset	state[0]	2
min in group asynchronous	nreset	state[9]	2
-- registers in the layout (all words and copies together), names as in the netlist --
signal and flops:
sum 32, expB 8, mantissaA 24, mantissaB 24, signB 1, denormSum 25, state 12, signA 1
expA 8
-- kinds of logic (layout without fill, tap and decap cells) --
family	Yosys count	in the layout	synth area share [%]
AND-OR/OR-AND	582	582	26.8
adder cells (fa/ha/maj)	116	116	10.4
flip-flops	135	135	27.7
other	1	1	0.0260
XOR/XNOR	125	125	7.65
buffers and inverters	160	181	4.52
multiplexers	65	65	6.72
AND/OR/NAND/NOR	463	463	16.2
-- placed cells by master, fill, tap and decap left out, types with 10 or more instances in the layout --
cell type,instances
o211ai_1,41
nand2b_1,26
a211oi_1,17
buf_4,33
or3_1,10
and2_1,30
and3_1,12
dfrtp_1,11
nor2_1,109
nand3_1,32
mux2i_1,36
a21o_1,37
o21ai_1,11
clkbuf_16,17
a221oi_1,12
o21ai_0,153
a21oi_1,130
mux4_2,18
inv_1,50
o21bai_1,11
nor3_1,36
nor4_1,20
clkdlybuf4s50_1,66
xor2_1,46
ha_1,110
a22oi_1,62
xnor2_1,77
edfxtp_1,123
a222oi_1,18
nand4_1,19
a31oi_1,10
nand2_1,114
nor2b_1,20
-- layout make-up --
cell class,instances,area (um^2)
well taps,461,577
flip-flops and latches,135,4000
clock buffers,19,443
multi-input cells,1352,9780
clock inverters,13,123
repair buffers,99,908
fillers,3360,19500
inverters,50,188
-- metal layers --
metal	part of all wire [%]	wire length (um)	global-route usage, %
met1	46	20900	39.8
met2	43	19700	37.8
met3	9.2	4200	7.94
met4	1.8	830	4.40
met5	0	0	0.137
